[/design/flow/run.sh]
#!/bin/bash
# OpenROAD 26Q1-2900-gdf79404cd8, Yosys 0.63+post, stock flow scripts
make -C /OpenROAD-flow-scripts/flow DESIGN_CONFIG=/design/flow/config.mk WORK_HOME=/design/flow/orfs finish
[/design/flow/config.mk]
export PLATFORM = sky130hd
export DESIGN_NAME = adder8
export DESIGN_NICKNAME = adder8
export VERILOG_FILES = /design/flow/design.v
export SDC_FILE = /design/flow/constraint.sdc
export NUM_CORES = 4
export LEC_CHECK = 1
export CORE_AREA = 10 10 70 70
export DIE_AREA = 0 0 80 80
export SYNTH_HDL_FRONTEND = slang
[/design/flow/constraint.sdc]
current_design adder8

set clk_period 3.9
set clk_io_pct 0.2

create_clock -name clk0 -period $clk_period

set non_clock_inputs [all_inputs -no_clocks]
set_input_delay [expr $clk_period * $clk_io_pct] -clock clk0 $non_clock_inputs
set_output_delay [expr $clk_period * $clk_io_pct] -clock clk0 [all_outputs]
[/design/flow/design.v]
module adder1(
    input wire a,
    input wire b,
    input wire carry_in,
    output wire y,
    output wire carry
    );
    assign y = a ^ b ^ carry_in;
    assign carry = (a & b) | (a & carry_in) | (b & carry_in);
endmodule
module adder8(
        input wire[7:0] a,
        input wire[7:0] b,
        input wire carry_in,
        output wire[7:0] y,
        output wire carry_out
        );
    wire [7:0] bin;
    assign bin[0] = b[0]^carry_in;
    assign bin[1] = b[1]^carry_in;
    assign bin[2] = b[2]^carry_in;
    assign bin[3] = b[3]^carry_in;
    assign bin[4] = b[4]^carry_in;
    assign bin[5] = b[5]^carry_in;
    assign bin[6] = b[6]^carry_in;
    assign bin[7] = b[7]^carry_in;
    wire [6:0] carry;
    adder1 a0(a[0], bin[0], carry_in, y[0], carry[0]);
    adder1 a1(a[1], bin[1], carry[0], y[1], carry[1]);
    adder1 a2(a[2], bin[2], carry[1], y[2], carry[2]);
    adder1 a3(a[3], bin[3], carry[2], y[3], carry[3]);
    adder1 a4(a[4], bin[4], carry[3], y[4], carry[4]);
    adder1 a5(a[5], bin[5], carry[4], y[5], carry[5]);
    adder1 a6(a[6], bin[6], carry[5], y[6], carry[6]);
    adder1 a7(a[7], bin[7], carry[6], y[7], carry_out);
endmodule
module ripple_adder4(
        input wire[3:0] a,
        input wire[3:0] b,
        input wire carry_in,
        output wire[3:0] y,
        output wire P,
        output wire G
    );
    wire [3:0] p;
    wire [3:0] g;
    assign p[0] = a[0] | b[0];
    assign p[1] = a[1] | b[1];
    assign p[2] = a[2] | b[2];
    assign p[3] = a[3] | b[3];
    assign g[0] = a[0] & b[0];
    assign g[1] = a[1] & b[1];
    assign g[2] = a[2] & b[2];
    assign g[3] = a[3] & b[3];
    assign P = p[0] & p[1] & p[2] & p[3];
    assign G = (g[0] & p[1] & p[2] & p[3]) 
                | (g[1] & p[2] & p[3]) 
                | (g[2] & p[3])
                | g[3];
    wire c[2:0];
    assign c[0] = g[0] | (p[0] & carry_in);
    assign c[1] = g[1] | (p[1] & g[0]) | (p[0] & p[1] & carry_in);
    assign c[2] = g[2] | (p[2] & g[1]) | (p[2] & p[1] & g[0]) | (p[0] & p[1] & p[2] & carry_in);
    assign y[0] = a[0] ^ b[0] ^ carry_in;
    assign y[1] = a[1] ^ b[1] ^ c[0];
    assign y[2] = a[2] ^ b[2] ^ c[1];
    assign y[3] = a[3] ^ b[3] ^ c[2];
endmodule
module ripple_adder8(
        input wire[7:0] a,
        input wire[7:0] b,
        input wire carry_in,
        output wire[7:0] y,
        output wire carry_out
        );
    wire [7:0] bin;
    assign bin[0] = b[0]^carry_in;
    assign bin[1] = b[1]^carry_in;
    assign bin[2] = b[2]^carry_in;
    assign bin[3] = b[3]^carry_in;
    assign bin[4] = b[4]^carry_in;
    assign bin[5] = b[5]^carry_in;
    assign bin[6] = b[6]^carry_in;
    assign bin[7] = b[7]^carry_in;
    wire [1:0] P;
    wire [1:0] G;
    ripple_adder4 a0(a[3:0], bin[3:0], carry_in, y[3:0], P[0], G[0]);
    wire C = G[0] | (P[0] * carry_in);
    ripple_adder4 a1(a[7:4], bin[7:4], C, y[7:4], P[1], G[1]);
    assign carry_out = G[1] | (G[0] & P[1]) | (P[1] & P[0] & carry_in);
endmodule
==> GITHUB_STEP_SUMMARY <==
### Yosys + OpenROAD results

| Metric | Value |
|---|---|
| Post-route ant nets | `0` |
| WL/cell | `8.88 um` |
| YS warnings | `0` |
| Max-slew violation count | `0` |
| Drt pass-1 iters | `2` |
| Initial antenna violation count | `0` |
| Placed Cells | `102` |
| GR Util All Layers | `2.77%` |
| Chip Area, Yosys | `338 um^2` |
| Routability cong. | `0.754` |
| Clock buffers | `0` |
| Relative slew margins | `85.7%` |
| Fin cells | `102` |
| Max frequency | `229 MHz` |
| Setup-violating endpoint count in the final report | `3` |
| Hold path depth | `3` |
| Worst hold margin | `2130 ps` |
| Chip height | `80 um` |
| CORE AREA | `3420 um^2` |
| Logic area | `258 um^2` |
| First DRT Iteration DRCs | `3` |
| Final Core Density | `17.8%` |
| # IOs | `26` |
| Fp util | `9.89%` |
| Syn Inst Count | `37` |
| Pleak | `0.272 nW` |
| Hold Crit Endpoint | `y[0]` |
| Cell variety after synth | `7` |
| Setup WS post-layout | `-458 ps` |
| # diodes | `0` |
| Failing checks | `setup timing` |
| Crit path launch type | `input pin` |
| DPL Wire Length | `880 um` |
| Chip Area | `6400 um^2` |
| Vias in the first global route | `312` |
| Die X | `80 um` |
| Worst Hold Class | `in -> out` |
| Tot Pwr | `95.3 uW` |
| Area after DPL | `622 um^2` |
| Fin crit period | `4360 ps` |
| DRC violations left | `0` |
| Setup TNS | `-839 ps` |
| Commonest Layout Cell | `clkdlybuf4s50_1` |
| Post-CTS Repair Setup Buffers | `0` |
| Crit share post-route | `112%` |
| WL final | `906 um` |
| Mapped Area | `338 um^2` |
| Crit path kind | `in -> out` |
| Place WS | `-1240 ps` |
| Mean Syn Cell Area | `9.13 um^2` |
| # rows | `21` |
| Seq share, synth | `0%` |
| # hold bufs at CTS | `0` |
| Fin. Hold Viols | `0` |
| Ys cells | `37` |
| Status | `finished, violations left` |
| Largest net degree at the start of global routing | `7` |
| First-pass GRT wire length | `1410 um` |
| Worst Path Arrival | `3580 ps` |
| Design area | `607 um^2` |
| Synth-to-layout area growth | `79.6%` |
| Hold path start | `a[0]` |
| Flop area | `0 um^2` |
| Vias per cell | `2.62` |
| Critical path fanouts, max | `2` |
| Layout fillers | `397` |
| Most frequent logic cells in the routed design | `clkdlybuf4s50_1 (14), inv_1 (8), fa_2 (7), buf_2 (6)` |
| Flip-flop and latch count | `0` |
| Max Cap Viol | `0` |
| RSZ-0062 raised after global routing | `true` |
| Worst IR Drop VDD | `73.8 uV` |
| Crit end category | `output port` |
| Crit path DRT | `3120 ps` |
| OpenROAD warnings | `35` |
| Vias | `267` |
| Pwr/cell area | `157 nW/um^2` |
| Fraction of layout cells with a size suffix above 1 | `42.9%` |
| Buffers on Ports | `26` |
| Worst-margin pin slew | `213 ps` |
| Grt ovf | `0` |
[cells by family (layout without fill, tap and decap cells)]
group	count (synthesis)	after routing	synth area share (%)
fa+ha+maj	7	7	41.5
xor+xnor	8	8	20.7
mux	1	1	3.33
buf+inv	21	40	34.4
[power breakdown]
group / internal, mW / switching (mW)
logic: 0.0616 / 0.0337
registers: 0 / 0
clock network: 0 / 0
total: 0.0616 / 0.0337
[worst max-delay path: stages]
cell and delay, ps:
buf_6 90, mux2_4 190, fa_2 190, inv_2 30, fa_2 330, fa_2 350
fa_2 340, fa_2 340, fa_2 340, inv_2 70, fa_2 410, buf_2 120
[per-layer routing]
metal | wire length (um) | global-route usage, % | vias up
met4 | 0 | 0 | 0
li1 | - | - | 128
met5 | 0 | 0 | -
met3 | 231 | 2.50 | 0
met2 | 220 | 2.81 | 26
met1 | 454 | 4.20 | 113
[how the worst max path moves through the flow]
stage     startpoint  endpoint  slack [ps]  cells after the start
6_report        b[0]      y[7]        -460                     12
5_1_grt         b[0]      y[7]        -580                     12
4_1_cts         b[0]      y[7]        -780                     12
[layout make-up]
cell class,count,share of cell area (%)
inverters,12,7.42
repair buffers,28,40.6
multi-input cells,16,42.5
well taps,46,9.48
[cells in the mapped netlist]
library cell | number | share of area, %
inv_1 | 12 | 13
buf_4 | 8 | 18
fa_1 | 7 | 41
xnor2_1 | 5 | 13
xor2_1 | 3 | 7.8
buf_6 | 1 | 3.3
mux2_2 | 1 | 3.3
[repair_timing]
action,in CTS,in global routing
endpoints found under the setup margin,6,4
pin swaps,8,5
resized,40,2
hold endpoints to repair,0,0
Power figures rest on the tool's default switching activity, not on a simulated workload.
