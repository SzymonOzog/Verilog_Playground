`constraint.sdc`:
```
current_design alu_e4m3

set clk_period 12.6
set clk_io_pct 0.2

create_clock -name clk0 -period $clk_period

set non_clock_inputs [all_inputs -no_clocks]
set_input_delay [expr $clk_period * $clk_io_pct] -clock clk0 $non_clock_inputs
set_output_delay [expr $clk_period * $clk_io_pct] -clock clk0 [all_outputs]
```
`config.mk`:
```
export PLATFORM = sky130hd
export DESIGN_NAME = alu_e4m3
export DESIGN_NICKNAME = alu_e4m3
export VERILOG_FILES = /design/flow/design.v
export SDC_FILE = /design/flow/constraint.sdc
export NUM_CORES = 4
export LEC_CHECK = 1
export CORE_UTILIZATION = 40
export SYNTH_HDL_FRONTEND = slang
```
`run.sh`:
```
#!/bin/bash
# OpenROAD 26Q1-2900-gdf79404cd8, Yosys 0.63+post, stock flow scripts
make -C /OpenROAD-flow-scripts/flow DESIGN_CONFIG=/design/flow/config.mk WORK_HOME=/design/flow/orfs finish
```
`design.v`:
```
module alu_e4m3(
        input wire[7:0] a,
        input wire[7:0] b,
        input wire[3:0] alu_ctrl,
        input wire clock,
        output wire[7:0] y
        );
        wire[7:0] mul_y;
        wire[7:0] add_y;
        float_adder_e4m3 adder(a, b, clock, add_y);
        float_multiplier_e4m3 multiplier(a, b, clock, mul_y);
        assign y = (alu_ctrl == 4'b0001) ? add_y :
                   (alu_ctrl == 4'b0010) ? mul_y : 8'd0;
endmodule
module alu_bf16(
        input wire[15:0] a,
        input wire[15:0] b,
        input wire[3:0] alu_ctrl,
        input wire clock,
        output wire[15:0] y
        );
        wire[15:0] mul_y;
        wire[15:0] add_y;
        float_adder_bf16 adder(a, b, clock, add_y);
        float_multiplier_bf16 multiplier(a, b, clock, mul_y);
        assign y = (alu_ctrl == 4'b0001) ? add_y :
                   (alu_ctrl == 4'b0010) ? mul_y :
                   (alu_ctrl == 4'b0011) ? a+b :
                   8'd0;
endmodule
module float_adder_e4m3(
        input wire[7:0] a,
        input wire[7:0] b,
        input wire clock,
        output wire[7:0] y
        );
        wire a_s = a[7];
        wire b_s = b[7];
        wire[3:0] a_e = a[6:3];
        wire[3:0] b_e = b[6:3];
        reg[3:0] a_e_aligned;
        reg[3:0] b_e_aligned;
        wire[3:0] a_m = (a_e == 4'b0) ? {1'b0, a[2:0]} : {1'b1, a[2:0]};
        wire[3:0] b_m = (b_e == 4'b0) ? {1'b0, b[2:0]} : {1'b1, b[2:0]};
        reg[3:0] a_m_aligned;
        reg[3:0] b_m_aligned;
        reg[3:0] y_e;
        reg[2:0] y_m;
        reg[4:0] diff;
        reg[3:0] shift_amt;
        reg[4:0] m_sum;
        reg[3:0] e_sum;
        reg round_up;
        reg[2:0] lzd;
        wire sub_borrow = (m_sum_tmp[4] & (a_s ^ b_s));
        wire[4:0] m_sum_tmp = !(a_s ^ b_s) ? a_m_aligned + b_m_aligned :
                             a_s           ? b_m_aligned - a_m_aligned : 
                                             a_m_aligned - b_m_aligned;
        always @ (*)
        begin
            diff = a_e - b_e;
            if (diff[4]) begin
                shift_amt = ~(diff[3:0]) + 1'b1;
                a_m_aligned = a_m >> shift_amt;
                a_e_aligned = a_e + shift_amt;
                b_m_aligned = b_m;
                b_e_aligned = b_e;
                e_sum = b_e;
            end 
            else
            begin
                shift_amt = diff[3:0];
                a_m_aligned = a_m;
                a_e_aligned = a_e;
                b_m_aligned = b_m >> shift_amt;
                b_e_aligned = b_e + shift_amt;
                e_sum = a_e;
            end
            m_sum = sub_borrow ? ~(m_sum_tmp) + 1'b1 : m_sum_tmp;
            lzd = 3'd1;
            if (m_sum[4])      lzd = 3'd0;
            else if (m_sum[3]) lzd = 3'd1;
            else if (m_sum[2]) lzd = 3'd2;
            else if (m_sum[1]) lzd = 3'd3;
            else if (m_sum[0]) lzd = 3'd4;
            if (m_sum == 5'd0)
            begin
                e_sum = 4'd0;
            end
            round_up = m_sum[0] && m_sum[1];
            if (lzd == 3'd0)
            begin
                m_sum = m_sum >> 1;
                e_sum = e_sum + 1;
            end
            else
            begin
                m_sum = m_sum << (lzd-1);
                e_sum = e_sum - (lzd-1);
            end
            m_sum = round_up ? m_sum + 1'b1 : m_sum;
        end
        assign y[7] = (a_s & b_s) || sub_borrow;
        assign y[6:3] = e_sum;
        assign y[2:0] = m_sum[2:0];
endmodule
module float_adder_bf16(
        input wire[15:0] a,
        input wire[15:0] b,
        input wire clock,
        output wire[15:0] y
        );
        wire a_s = a[15];
        wire b_s = b[15];
        wire[7:0] a_e = a[14:7];
        wire[7:0] b_e = b[14:7];
        reg[7:0] a_e_aligned;
        reg[7:0] b_e_aligned;
        wire[7:0] a_m = (a_e == 8'b0) ? {1'b0, a[6:0]} : {1'b1, a[6:0]};
        wire[7:0] b_m = (b_e == 8'b0) ? {1'b0, b[6:0]} : {1'b1, b[6:0]};
        reg[7:0] a_m_aligned;
        reg[7:0] b_m_aligned;
        reg[7:0] y_e;
        reg[6:0] y_m;
        reg[8:0] diff;
        reg[7:0] shift_amt;
        reg[8:0] m_sum;
        reg[7:0] e_sum;
        reg round_up;
        reg[3:0] lzd;
        wire sub_borrow = (m_sum_tmp[8] & (a_s ^ b_s));
        wire[8:0] m_sum_tmp = !(a_s ^ b_s) ? a_m_aligned + b_m_aligned :
                             a_s            ? b_m_aligned - a_m_aligned : 
                                                a_m_aligned - b_m_aligned;
        always @ (*)
        begin
            diff = a_e - b_e;
            if (diff[8]) begin
                shift_amt = ~(diff[7:0]) + 1'b1;
                a_m_aligned = a_m >> shift_amt;
                a_e_aligned = a_e + shift_amt;
                b_m_aligned = b_m;
                b_e_aligned = b_e;
                e_sum = b_e;
            end 
            else
            begin
                shift_amt = diff[7:0];
                a_m_aligned = a_m;
                a_e_aligned = a_e;
                b_m_aligned = b_m >> shift_amt;
                b_e_aligned = b_e + shift_amt;
                e_sum = a_e;
            end
            m_sum = sub_borrow ? ~(m_sum_tmp) + 1'b1 : m_sum_tmp;
            lzd = 4'd1;
            if (m_sum[8])      lzd = 4'd0;
            else if (m_sum[7]) lzd = 4'd1;
            else if (m_sum[6]) lzd = 4'd2;
            else if (m_sum[5]) lzd = 4'd3;
            else if (m_sum[4]) lzd = 4'd4;
            else if (m_sum[3]) lzd = 4'd5;
            else if (m_sum[2]) lzd = 4'd6;
            else if (m_sum[1]) lzd = 4'd7;
            else if (m_sum[0]) lzd = 4'd8;
            if (m_sum == 8'd0)
            begin
                e_sum = 8'd0;
            end
            round_up = m_sum[0] && m_sum[1];
            if (lzd == 4'd0)
            begin
                m_sum = m_sum >> 1;
                e_sum = e_sum + 1;
            end
            else
            begin
                m_sum = m_sum << (lzd-1);
                e_sum = e_sum - (lzd-1);
            end
            m_sum = round_up ? m_sum + 1'b1 : m_sum;
        end
        assign y[15] = (a_s & b_s) || sub_borrow;
        assign y[14:7] = e_sum;
        assign y[6:0] = m_sum[6:0];
endmodule
module float_multiplier_e4m3(
        input wire[7:0] a,
        input wire[7:0] b,
        input wire clock,
        output wire[7:0] y
        );
        wire a_s = a[7];
        wire b_s = b[7];
        wire[3:0] a_e = a[6:3];
        wire[3:0] b_e = b[6:3];
        wire[3:0] a_m = {1'b1, a[2:0]};
        wire[3:0] b_m = {1'b1, b[2:0]};
        reg[3:0] y_e;
        reg[2:0] y_m;
        wire[7:0] y_m_mul;
        reg[3:0] m_discard;
        reg round;
        wire G;
        wire R;
        wire S;
        assign G = m_discard[3];
        assign R = m_discard[2];
        assign S = m_discard[1] | m_discard[0];
        parameter BIAS = 4'd7;
        assign y_m_mul = (a_m * b_m);
        always @ (*)
        begin
            if (a[6:0] == 7'b0 || b[6:0] == 7'b0)
            begin
                y_e = 4'd0;
                y_m = 3'd0;
                m_discard = 4'd0;
            end
            else 
            begin
                y_e = a_e + b_e - BIAS;
                if(y_m_mul[7])
                begin
                    y_m = y_m_mul[6:4];
                    m_discard[3:0] = y_m_mul[3:0];
                    y_e = y_e + 1'b1;
                end
                else
                begin
                    y_m = y_m_mul[5:3];
                    m_discard[3:1] = y_m_mul[2:0];
                    m_discard[0] = 1'b1;
                    y_e = y_e;
                end
                round = G & (R | S | y_m[0]);
                y_m = y_m + round;
            end
        end
        assign y[7] = a_s ^ b_s;
        assign y[6:3] = y_e;
        assign y[2:0] = y_m[2:0];
endmodule
module float_multiplier_bf16(
        input wire[15:0] a,
        input wire[15:0] b,
        input wire clock,
        output wire[15:0] y
        );
        wire a_s = a[15];
        wire b_s = b[15];
        wire[7:0] a_e = a[14:7];
        wire[7:0] b_e = b[14:7];
        wire[7:0] a_m = (a_e == 8'b0) ? {1'b0, a[6:0]} : {1'b1, a[6:0]};
        wire[7:0] b_m = (b_e == 8'b0) ? {1'b0, b[6:0]} : {1'b1, b[6:0]};
        reg[7:0] y_e;
        reg[6:0] y_m;
        wire[15:0] y_m_mul;
        reg[7:0] m_discard;
        reg round;
        wire G;
        wire R;
        wire S;
        assign G = m_discard[7];
        assign R = m_discard[6];
        assign S = m_discard[5] | m_discard[4] | m_discard[3] | m_discard[2] | m_discard[1] | m_discard[0];
        parameter BIAS = 8'd127;
        assign y_m_mul = (a_m * b_m);
        always @ (*)
        begin
            if (a == 16'h00 || a == 16'h80 || 
                b == 16'h00 || b == 16'h80 )
            begin
                y_e = 7'd0;
                y_m = 8'd0;
            end
            else 
            begin
                y_e = a_e + b_e - BIAS;
                y_e = (a_e == 8'b0) ? y_e + 1 : y_e;
                y_e = (b_e == 8'b0) ? y_e + 1 : y_e;
                if(y_m_mul[15])
                begin
                    y_m = y_m_mul[14:8];
                    m_discard[7:0] = y_m_mul[7:0];
                    y_e = y_e + 1'b1;
                end
                else
                begin
                    y_m = y_m_mul[13:7];
                    m_discard[7:1] = y_m_mul[6:0];
                    m_discard[0] = 1'b1;
                    y_e = y_e;
                end
                round = G & (R | S | y_m[0]);
                y_m = y_m + round;
            end
        end
        assign y[15] = a_s ^ b_s;
        assign y[14:7] = y_e;
        assign y[6:0] = y_m[6:0];
endmodule
```
==> qor.txt <==
Final Critical Period: 11.98 ns
worst endpoint data arrival time: 9.46 ns
Peak Freq: 0.08347 GHz
Final Worst Setup Slack: 0.6202 ns
n_diodes: 0
library cells used by synthesis: 57
placed standard-cell area: 0.002759 mm2
delay contributed by the slowest stage of the critical path: 0.53 ns
setup bufs post-CTS: 0
clock buf count: 0
worst min-delay path class: primary input to primary output
via/cell ratio: 5.486
critical path fanouts, max: 8
Cell Area, Synth: 0.002422 mm2
total global routing track utilization: 0.1984
vertical die size: 79.82 um
Avg WL per Cell: 13.95 um
cell seen most often among critical-path stages: sky130_fd_sc_hd__ha_1
floorplan die width: 79.82 um
top cell type by total area after synthesis: sky130_fd_sc_hd__ha_1
summed standard-cell area reported by yosys: 0.002422 mm2
status: completed
drc violations: 0
Syn Area/Cell: 7.274 um2
worst max-slew margin expressed relative to the limit: 0.4832
global route overflow: 0
number of flip-flops and latches: 0
Final setup viols: 0
total power density per cell area: 133.8 mW/mm2
proportion of synthesized chip area in sequential cells: 0
critical path launch point type: primary input
HPWL reported at the end of detailed placement: 4914 um
number of antenna violations at the first check in global routing: 0
final sum of negative setup slack: 0 ns
first-pass GRT wire length: 9984 um
post-synth top area share: 0.2221
Peak supply drop: 0.06715 mV
Gate Count Post-Synth: 333
most numerous logic cells after layout: 43 x sky130_fd_sc_hd__inv_1, 43 x sky130_fd_sc_hd__ha_1, 31 x sky130_fd_sc_hd__nand2_1
yosys stat cell total: 333
Final Instance Area: 0.002788 mm2
portion of the clock cycle consumed by the worst path in the final layout: 0.9508
footprint of the flip-flops and latches: 0 um2
total length of routed wires: 5914 um
final core area utilization: 0.4912
number of port buffers: 28
RSZ-0062 raised after global routing: no
top-level I/O count: 29
FP Core Util: 0.4268
P_leak: 1.281 nW
largest net degree at the start of global routing: 19
chip footprint: 0.006371 mm2
worst-margin pin slew: 0.7645 ns
Crit path required time: 10.08 ns
vias after detailed routing: 2,326
final RePlAce weighted congestion: 0.8903
tally of max-capacitance violations: 0
Tot Pwr: 0.3729 mW
Slew Viols, Final: 0
setup slack at placement: 0.3837 ns
number of iterations in the first detailed-routing pass: 4
buffering stage count on the worst path with inverters included: 4
number of global-route vias before repair: 2,167
Fin. Hold Viols: 0
number of nets with antenna violations after routing: 0
FP Rows: 27
kind of critical path: primary input to primary output
layout overhead on the synthesized area: 15.08%
type of element capturing the critical path: primary output
count of synthesis-stage warnings from yosys: 0
critical-path cell with the highest stage delay: sky130_fd_sc_hd__fa_1
count of warning messages emitted by the tools: 47
starting DRC count in detailed routing: 80
CP top delay family: adder cells
largest cells by area after synthesis: sky130_fd_sc_hd__ha_1 22%, sky130_fd_sc_hd__fa_1 9.1%, sky130_fd_sc_hd__inv_1 6.7%
core footprint: 0.005675 mm2
proportion of layout cells with a drive suffix above 1: 0.04830
metal layers:
metal,vias up,routed length (um),GRT usage
met1,1085,3148,0.2989
met5,-,0,0
met3,0,124,0.001160
li1,1204,-,-
met2,37,2640,0.3385
met4,0,0,0.005357
logic make-up (layout without fill, tap and decap cells):
logic type               after synthesis  after routing  synth area share
AND-OR/OR-AND                         79             79            0.2278
XOR/XNOR                              21             21           0.07593
adder cells (fa/ha/maj)               54             54            0.3130
buffers and inverters                 55             74           0.08987
multiplexers                          16             16           0.06869
AND/OR/NAND/NOR                      108            108            0.2247
layout make-up:
cell class | count | area, um2
fill | 580 | 2888
multi-input combinational | 278 | 2233
inverter | 43 | 161.4
timing repair buffer | 31 | 302.8
tap | 72 | 90.09
synthesized netlist by cell type, types with 2 or more instances:
library cell and number:
sky130_fd_sc_hd__ha_1 43, sky130_fd_sc_hd__inv_1 43, sky130_fd_sc_hd__nand2_1 31, sky130_fd_sc_hd__nor2_1 24
sky130_fd_sc_hd__xnor2_1 15, sky130_fd_sc_hd__a21oi_1 14, sky130_fd_sc_hd__mux2i_1 14, sky130_fd_sc_hd__o21ai_0 14
sky130_fd_sc_hd__fa_1 11, sky130_fd_sc_hd__nor2b_1 10, sky130_fd_sc_hd__and2_1 9, sky130_fd_sc_hd__clkbuf_1 8
sky130_fd_sc_hd__xor2_1 6, sky130_fd_sc_hd__a21o_1 5, sky130_fd_sc_hd__nand2b_1 5, sky130_fd_sc_hd__nand3_1 5
sky130_fd_sc_hd__nor3_1 5, sky130_fd_sc_hd__o21a_1 5, sky130_fd_sc_hd__a31oi_1 4, sky130_fd_sc_hd__nor4_1 4
sky130_fd_sc_hd__o22ai_1 4, sky130_fd_sc_hd__buf_2 3, sky130_fd_sc_hd__o31ai_1 3, sky130_fd_sc_hd__or3_1 3
sky130_fd_sc_hd__a211o_1 2, sky130_fd_sc_hd__a211oi_1 2, sky130_fd_sc_hd__a21boi_0 2, sky130_fd_sc_hd__a311oi_1 2
sky130_fd_sc_hd__a32oi_1 2, sky130_fd_sc_hd__nor3b_1 2, sky130_fd_sc_hd__o211ai_1 2, sky130_fd_sc_hd__o21bai_1 2
sky130_fd_sc_hd__o221ai_1 2, sky130_fd_sc_hd__o22a_1 2, sky130_fd_sc_hd__or2_2 2, sky130_fd_sc_hd__or4_1 2
worst paths after layout:
path         from  endpoint  slack, ns  depth (start not counted)
max          a[3]      y[1]       0.62                         30
min   alu_ctrl[0]      y[7]       6.12                          5
tightest hold or removal path, stage by stage:
cell and delay (ns):
sky130_fd_sc_hd__clkdlybuf4s50_1 0.47, sky130_fd_sc_hd__nor2b_1 0.07, sky130_fd_sc_hd__nand2_1 0.06, sky130_fd_sc_hd__a21boi_0 0.07, sky130_fd_sc_hd__clkdlybuf4s50_1 0.40
repair_timing:
item / CTS / global route
hold buffers: 0 / 0
endpoints found under the hold margin: 0 / 0
endpoints found under the setup margin: 0 / 5
gates resized: 0 / 7
power breakdown:
| group | switching [mW] | total (mW) | internal (mW) |
|---|---|---|---|
| logic | 0.208 | 0.373 | 0.165 |
| clock network | 0 | 0 | 0 |
| registers | 0 | 0 | 0 |
stage by stage:
| stage | std cells | hold slack [ns] |
|---|---|---|
| after CTS | 424 | 6.123 |
| after detailed placement | 424 | 6.116 |
| after global routing | 424 | 6.168 |
| after global placement | 424 | 6.118 |
| final | 424 | 6.121 |
| after floorplan | 333 | 5.166 |
No activity file was given, so power comes from the tool's default toggle rates.
