File: flow/run.sh
#!/bin/bash
# OpenROAD 26Q1-2900-gdf79404cd8, Yosys 0.63+post, stock flow scripts
make -C /OpenROAD-flow-scripts/flow DESIGN_CONFIG=/design/flow/config.mk WORK_HOME=/design/flow/orfs finish
File: flow/design.v
module adder1(
    input wire a,
    input wire b,
    input wire carry_in,
    output wire y,
    output wire carry
    );
    assign y = a ^ b ^ carry_in;
    assign carry = (a & b) | (a & carry_in) | (b & carry_in);
endmodule
module adder8(
        input wire[7:0] a,
        input wire[7:0] b,
        input wire carry_in,
        output wire[7:0] y,
        output wire carry_out
        );
    wire [7:0] bin;
    assign bin[0] = b[0]^carry_in;
    assign bin[1] = b[1]^carry_in;
    assign bin[2] = b[2]^carry_in;
    assign bin[3] = b[3]^carry_in;
    assign bin[4] = b[4]^carry_in;
    assign bin[5] = b[5]^carry_in;
    assign bin[6] = b[6]^carry_in;
    assign bin[7] = b[7]^carry_in;
    wire [6:0] carry;
    adder1 a0(a[0], bin[0], carry_in, y[0], carry[0]);
    adder1 a1(a[1], bin[1], carry[0], y[1], carry[1]);
    adder1 a2(a[2], bin[2], carry[1], y[2], carry[2]);
    adder1 a3(a[3], bin[3], carry[2], y[3], carry[3]);
    adder1 a4(a[4], bin[4], carry[3], y[4], carry[4]);
    adder1 a5(a[5], bin[5], carry[4], y[5], carry[5]);
    adder1 a6(a[6], bin[6], carry[5], y[6], carry[6]);
    adder1 a7(a[7], bin[7], carry[6], y[7], carry_out);
endmodule
module ripple_adder4(
        input wire[3:0] a,
        input wire[3:0] b,
        input wire carry_in,
        output wire[3:0] y,
        output wire P,
        output wire G
    );
    wire [3:0] p;
    wire [3:0] g;
    assign p[0] = a[0] | b[0];
    assign p[1] = a[1] | b[1];
    assign p[2] = a[2] | b[2];
    assign p[3] = a[3] | b[3];
    assign g[0] = a[0] & b[0];
    assign g[1] = a[1] & b[1];
    assign g[2] = a[2] & b[2];
    assign g[3] = a[3] & b[3];
    assign P = p[0] & p[1] & p[2] & p[3];
    assign G = (g[0] & p[1] & p[2] & p[3]) 
                | (g[1] & p[2] & p[3]) 
                | (g[2] & p[3])
                | g[3];
    wire c[2:0];
    assign c[0] = g[0] | (p[0] & carry_in);
    assign c[1] = g[1] | (p[1] & g[0]) | (p[0] & p[1] & carry_in);
    assign c[2] = g[2] | (p[2] & g[1]) | (p[2] & p[1] & g[0]) | (p[0] & p[1] & p[2] & carry_in);
    assign y[0] = a[0] ^ b[0] ^ carry_in;
    assign y[1] = a[1] ^ b[1] ^ c[0];
    assign y[2] = a[2] ^ b[2] ^ c[1];
    assign y[3] = a[3] ^ b[3] ^ c[2];
endmodule
module ripple_adder8(
        input wire[7:0] a,
        input wire[7:0] b,
        input wire carry_in,
        output wire[7:0] y,
        output wire carry_out
        );
    wire [7:0] bin;
    assign bin[0] = b[0]^carry_in;
    assign bin[1] = b[1]^carry_in;
    assign bin[2] = b[2]^carry_in;
    assign bin[3] = b[3]^carry_in;
    assign bin[4] = b[4]^carry_in;
    assign bin[5] = b[5]^carry_in;
    assign bin[6] = b[6]^carry_in;
    assign bin[7] = b[7]^carry_in;
    wire [1:0] P;
    wire [1:0] G;
    ripple_adder4 a0(a[3:0], bin[3:0], carry_in, y[3:0], P[0], G[0]);
    wire C = G[0] | (P[0] * carry_in);
    ripple_adder4 a1(a[7:4], bin[7:4], C, y[7:4], P[1], G[1]);
    assign carry_out = G[1] | (G[0] & P[1]) | (P[1] & P[0] & carry_in);
endmodule
module multiplier_int8(
        input wire[7:0] a,
        input wire[7:0] b,
        output wire[7:0] y,
        output wire overflow 
        );
        wire[7:0] a0;
        wire[7:0] a1;
        wire[7:0] a2;
        wire[7:0] a3;
        wire[7:0] a4;
        wire[7:0] a5;
        wire[7:0] a6;
        wire[7:0] a7;
        assign a0 = b[0] ? a : 8'b0;
        assign a1 = b[1] ? a : 8'b0;
        assign a2 = b[2] ? a : 8'b0;
        assign a3 = b[3] ? a : 8'b0;
        assign a4 = b[4] ? a : 8'b0;
        assign a5 = b[5] ? a : 8'b0;
        assign a6 = b[6] ? a : 8'b0;
        assign a7 = b[7] ? a : 8'b0;
        wire[8:0] y0;
        wire[8:0] y1;
        wire[8:0] y2;
        wire[8:0] y3;
        wire[8:0] y4;
        wire[8:0] y5;
        wire[8:0] y6;
        wire[8:0] y7;
        ripple_adder8 adder0((a0>>1), a1, 1'b0, y0[7:0] ,y0[8]);
        ripple_adder8 adder1(y0[8:1], a2, 1'b0, y1[7:0], y1[8]);
        ripple_adder8 adder2(y1[8:1], a3, 1'b0, y2[7:0], y2[8]);
        ripple_adder8 adder3(y2[8:1], a4, 1'b0, y3[7:0], y3[8]);
        ripple_adder8 adder4(y3[8:1], a5, 1'b0, y4[7:0], y4[8]);
        ripple_adder8 adder5(y4[8:1], a6, 1'b0, y5[7:0], y5[8]);
        ripple_adder8 adder6(y5[8:1], a7, 1'b0, y6[7:0], y6[8]);
        assign y[0] = a0[0];
        assign y[1] = y0[0];
        assign y[2] = y1[0];
        assign y[3] = y2[0];
        assign y[4] = y3[0];
        assign y[5] = y4[0];
        assign y[6] = y5[0];
        assign y[7] = y6[0];
        assign overflow = (y6[1] | y6[2] | y6[3] | y6[4] | y6[5] | y6[6] | y6[7] | y6[8]);
endmodule
File: flow/config.mk
export PLATFORM = sky130hd
export DESIGN_NAME = multiplier_int8
export DESIGN_NICKNAME = multiplier_int8
export VERILOG_FILES = /design/flow/design.v
export SDC_FILE = /design/flow/constraint.sdc
export NUM_CORES = 4
export LEC_CHECK = 1
export CORE_UTILIZATION = 30
export SYNTH_HDL_FRONTEND = slang
File: flow/constraint.sdc
current_design multiplier_int8

set clk_period 10.3
set clk_io_pct 0.2

create_clock -name clk0 -period $clk_period

set non_clock_inputs [all_inputs -no_clocks]
set_input_delay [expr $clk_period * $clk_io_pct] -clock clk0 $non_clock_inputs
set_output_delay [expr $clk_period * $clk_io_pct] -clock clk0 [all_outputs]
==> results.ini <==
[die]
floorplan.core_util_pct = 31.1
io_pins = 25
rows = 38
die_y_um = 109
dieArea_sq_um = 11800
fp.coreArea_sq_um = 11000
die_w_um = 109

[finish]
fillCellCount = 1052
layout-area-overhead-vs-synth_pct = 39.5
drive_gt1_share_pct = 27.1
flops = 0
final_core_util_pct = 43.4
nClkBuffers = 0
flop_area_sq_um = 0

[synthesis]
seq_area_frac_synth_pct = 0
top_cells_by_area = ha_1, inv_1, fa_1
top_cell = inv_1
synth.top_cell.area_share_pct = 37.7
yosys.area.top_type = ha_1
synth_area_sq_um = 3420
ys_warn_count = 0
synth_cells = 463
ys_chip_area_sq_um = 3420
ys_cells = 463
common_cells = inv_1, ha_1, nand2_1
syn_area_per_cell_sq_um = 7.39
ys_types = 29

[power]
power_mw = 1.27
peakVddDrop_uv = 322
leakagePower_nw = 2.79
p_per_area_nw_per_um2 = 266

[global_route]
grt_pass1_vias = 3076
grt_usage_pct = 12.9
use_met2_pct = 25.5
grt_pass1_wl_mm = 12.5
use_met1_pct = 16.2
busiest_layer = met2
antenna_found_initial = 0
grt-ovfl-total = 0
grt_max_degree = 9
gr-usage-met3_pct = 0

[route]
drt-initial-drc-count = 73
ant_nets = 0
num_vias = 3070
drc = 0
first_pass_iters = 4
viasPerCell = 4.23
routed_wirelength_mm = 6.84
wire_per_inst_um = 9.43
diodes = 0

[sta]
hold_violations = 0
drv_slew = 0
worst_slack_ps = -2370
slew_headroom_pct = 69.7
fin_crit_sh_pct = 123
period_minus_slack_ps = 12670
finalSetupViolCount = 1
rsz0062_at_grt = yes
max_slew.worst_pin.slew_ps = 449
fmax_ghz = 0.0789

[min_path]
worstHoldPathType = input pin to output port

[outcome]
status = complete, but fails checks
violations = negative setup slack

[worst_setup_path]
slowest_stage = fa_1
crit_family = adder cells
worstPathMaxFanout = 5
path_class = input pin to output port
slowest_delay_ps = 490
crit_required_ps = 8240
critPathLaunchType = input pin
cp.arrival_ps = 10610
path_buffers = 10
end_kind = output port
critical_path.most_common_cell = inv_1

[job]
drv_cap = 0
tool_warnings = 97

[place]
gp_congestion = 0.831
hpwl_mm = 6.30
numPortBuffers = 25

-- through the flow --
| step | hold WS (ps) | cells | worst slack [ps] | cell area, sq um | TNS (ps) |
|---|---|---|---|---|---|
| 2_1_floorplan | 4190 | 463 | -2070 | 3510 | -2070 |
| 3_3_place_gp | 5150 | 714 | -3220 | 4590 | -3750 |
| 3_5_place_dp | 5150 | 714 | -3410 | 4590 | -4010 |
| 4_1_cts | 4740 | 724 | -2390 | 4700 | -2390 |
| 5_1_grt | 4750 | 726 | -2990 | 4770 | -2990 |
| 6_report | 4690 | 726 | -2370 | 4770 | -2370 |
-- cell families after synthesis --
family | Yosys count | share of synthesized area [%]
AOI/OAI and AO/OA | 52 | 11.6
muxes | 1 | 0.293
buffers and inverters | 123 | 13.5
xor gates and xnor gates | 47 | 12.0
and+or+nand+nor | 123 | 16.8
adders and majority gates | 117 | 45.9
-- layout make-up --
| class | instances | area, sq um | area share, % |
|---|---|---|---|
| inverters | 114 | 428 | 8.97 |
| well taps | 140 | 175 | 3.67 |
| repair buffers | 132 | 1050 | 21.9 |
| multi-input cells | 340 | 3120 | 65.4 |
-- metal layers --
layer | wire (um) | part of all wire (%) | up-vias
met1 | 3170 | 46 | 1378
met2 | 3620 | 53 | 20
li1 | - | - | 1670
met5 | 0 | 0 | -
met3 | 39 | 0.57 | 2
met4 | 18 | 0.26 | 0
-- cell usage in the layout (no fill, tap or decap), types with 8 or more instances in the layout --
master,n
a21oi_1,14
and2_1,8
buf_4,105
clkdlybuf4s50_1,16
fa_1,12
ha_1,90
ha_2,9
inv_1,113
nand2_1,54
nand2b_1,8
nor2_1,23
or3_1,10
xnor2_1,22
xor2_1,22
-- report_power, final --
part	switching [mW]	internal [mW]
registers	0	0
logic	0.575	0.694
clock network	0	0
total	0.575	0.694
-- repair_timing --
action                     4_1_cts  5_1_grt
pin swaps                       27        6
gates resized                   49        8
setup endpoints to repair        2        2
hold buffers                     0        0
setup buffers                   10        2
-- path summary, 6_finish.rpt --
path                  startpoint        to  slack [ps]  cells after the start
worst max-delay path        b[0]  overflow       -2370                     43
worst min-delay path        a[0]      y[7]        4690                      5
